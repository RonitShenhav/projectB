<file path="design.v">
module cigar_builder #(
	parameter MATRIX_SIZE = 16,     
	parameter CIGAR_WIDTH = 32,     
	parameter ARROW_WIDTH = 2       
)(
	input clk,                      
	input rst_n,                    
	input [ARROW_WIDTH-1:0] arrow_table [MATRIX_SIZE-1:0][MATRIX_SIZE-1:0],   
	input [3:0] end_row,            
	input [3:0] end_col,            
	output [CIGAR_WIDTH-1:0] cigar_output[5:0],   
	output [4:0] cigar_length,
	output reg done                 
);
reg [3:0] curr_row, curr_col;   
reg [3:0] count;                
reg [1:0] last_op;              
reg [CIGAR_WIDTH-1:0] cigar [5:0];
reg [4:0] cigar_idx;            
reg [ARROW_WIDTH-1:0] current_arrow;   
typedef enum reg [1:0] {
	IDLE       = 2'b00,
	TRACEBACK  = 2'b01,
	FINISH     = 2'b10
} state_t;
state_t state, next_state;
always @(posedge clk or negedge rst_n) begin
	if (!rst_n)
		state <= IDLE;
	else
		state <= next_state;
end
always @* begin
	next_state = state;
	case (state)
		IDLE: begin
			if (end_row != 0 && end_col != 0)   
				next_state = TRACEBACK;
		end
		TRACEBACK: begin
			if (current_arrow == 2'b00)   
				next_state = FINISH;
			if (current_arrow == 2'b11 && (curr_col ==0 || curr_row ==0))
				next_state = FINISH;
			if (current_arrow == 2'b10 && (curr_row ==0))
				next_state = FINISH;
			if (current_arrow == 2'b01 && (curr_col ==0))
				next_state = FINISH;
		end
		FINISH: begin
			next_state = IDLE;   
		end
	endcase
end
always @(posedge clk or negedge rst_n) begin
	if (!rst_n) begin
		curr_row <= 0;
		curr_col <= 0;
		count <= 0;
		last_op <= 0;
		cigar_idx <= 0;
		done <= 0;
	end
	else begin
		case (state)
			IDLE: begin
				curr_row <= end_row;
				curr_col <= end_col;
				count <= 0;
				last_op <= 0;
				cigar_idx <= 0;
				done <= 0;
			end
			TRACEBACK: begin
				current_arrow <= arrow_table[curr_row][curr_col];
				if (last_op != current_arrow) begin   
					if (count > 0) begin
						cigar[cigar_idx] <= {count, last_op};   
						cigar_idx <= cigar_idx + 1;
						count <= 0;
					end
				end
				case (current_arrow)
					2'b00: begin   
						if (count > 0) begin
							cigar[cigar_idx] <= {count, last_op};   
							cigar_idx <= cigar_idx + 1;
						end
						done <= 1;   
					end
					2'b11: begin   
						last_op <= 2'b11;   
						count <= count + 1;
						curr_row <= curr_row - 1;
						curr_col <= curr_col - 1;
					end
					2'b01: begin   
						last_op <= 2'b01;   
						count <= count + 1;
						curr_col <= curr_col - 1;
					end
					2'b10: begin   
						last_op <= 2'b10;   
						count <= count + 1;
						curr_row <= curr_row - 1;
					end
				endcase
			end
			FINISH: begin
				if (count > 0) begin  
					cigar[cigar_idx] <= {count, last_op};   
					cigar_idx <= cigar_idx + 1;
				end
				done <= 1;   
			end
		endcase
	end
end
assign cigar_output = cigar;
assign cigar_length = cigar_idx;
endmodule
</file>
<file path="run.sh">
#!/bin/bash
# OpenROAD 26Q1-2900-gdf79404cd8, Yosys 0.63+post, stock flow scripts
make -C /OpenROAD-flow-scripts/flow DESIGN_CONFIG=/design/flow/config.mk WORK_HOME=/design/flow/orfs finish
</file>
<file path="config.mk">
export PLATFORM = sky130hd
export DESIGN_NAME = cigar_builder
export DESIGN_NICKNAME = cigar_builder
export VERILOG_FILES = /design/flow/design.v
export SDC_FILE = /design/flow/constraint.sdc
export NUM_CORES = 4
export LEC_CHECK = 1
export CORE_AREA = 10 10 363 363
export DIE_AREA = 0 0 373 373
export SYNTH_HDL_FRONTEND = slang
</file>
<file path="constraint.sdc">
current_design cigar_builder

set clk_period 19.9
set clk_io_pct 0.2

create_clock -name clk0 -period $clk_period [get_ports {clk}]

set non_clock_inputs [all_inputs -no_clocks]
set_input_delay [expr $clk_period * $clk_io_pct] -clock clk0 $non_clock_inputs
set_output_delay [expr $clk_period * $clk_io_pct] -clock clk0 [all_outputs]
</file>
==> Changelog: implementation <==
## Flow update

- CP Launch Type: primary input
- CTS Buf Count: 23
- Post-synthesis area per instance: approximately 14 µm²
- RSZ-0062 raised after global routing: false
- Area grow syn2layout: 74.6%
- Setup crit start: rst_n
- OpenROAD warning count: 31
- Final core occ: 0.185
- Clock group share of total power: 0.154
- CP endpoint kind: flip-flop
- Synthesis area per yosys: ~13000 µm²
- Max Clock Freq: 144 MHz
- Critical Path AT: 7070 ps
- Net Sw Power: around 1.0 mW
- Cell area after synthesis: 13100 µm²
- Final GP Congestion: 0.823
- CORE AREA: 124000 µm²
- Leakage power: about 7.5 nW
- Total GRT Usage: 0.111
- Post-route antenna net violation count: 0
- I/O pins: between 700 and 800
- Sequential fraction of the synthesis area: 0.489
- DRT iter0 DRCs: 703
- Setup violators final: 0
- Clk Tree Root Cell: clkbuf_16
- Yosys Instances: around 950
- Actual slew at the worst max-slew pin: 912 ps
- Internal: 1.56 mW
- First-pass GRT wire length: 105000 µm
- Vias per cell: 3.40
- Setup ws final: roughly 13000 ps
- Comb power frac: 0.540
- Post-Route Skew: 11.3 ps
- HP Start: done
- Crit Path Max Fanout: roughly 57
- Detailed-route via count: 11200
- Rel. slew slack: 0.385
- Fraction of registers with async set/reset: 0.106
- Slew Viols, Final: 0
- Wire length per cell: 23.8 µm
- Worst IR Drop VDD: 0.0520 mV
- Fin crit period: 6940 ps
- Row count: 129
- FILL cells: ~13000
- Top cells, area: edfxtp_1 45%, mux4_2 19%, and2_1 7.7%
- Die area: about 140000 µm²
- R2r startpoint: curr_row[0]
- DR DRC count: 0
- Worst Path Required: between 20000 and 25000 ps
- Clock Pin Slew Worst Setup and Hold Paths: 60 ps
- Final Hold Fails: 0
- Drt pass-1 iters: 5
- Sw Share: 0.392
- Clk latency late pin: 510 ps
- Hpwl dp: roughly 68000 µm
- Cell area power density: 112 nW/µm²
- Yosys top cell area share: 0.445
- Yosys warnings: 0
- Largest net degree at the start of global routing: 78
- Post-Route WL: 78700 µm
- Setup TNS: 0 ps
- Worst-case clock buffer depth: 3
- Crit path kind: primary input to flip-flop
- DIE WIDTH: 373 µm
- Commonest cells post-synth: 194 x edfxtp_1, 160 x and2_1, 110 x mux4_2
- Main synth FF type: edfxtp_1
- CTS tree: done
- Post-Synthesis Cells: 947
- Setup slack at placement: 12420 ps
- Die Y: between 300 and 400 µm
- Yosys cell types: 63
- Gr ovfl total: 0
- Fraction of layout cells with a size suffix above 1: 0.130
- Seq pwr share: 0.306
- Core Density at Floorplan: 0.106
- Cell type with the largest total area: edfxtp_1
- Most frequent cell after synthesis: edfxtp_1
- Post-CTS Setup Bufs: 0
- Registers, synthesis: 217
- Period utilisation layout: 0.349
- Post-CTS Resized: 0
- Post-CTS Hold Buffers: 0
- Number of global-route vias before repair: 12100
- Hold/Removal Path Class: flip-flop to flip-flop
- Initial antenna violation count: 49
- Post-synth EDFFs: ~190
- CTS sink count: 217
- R2r setup slk: 15910 ps
- Max-Cap Viols: 0
- PortBufs: 719
- H-tree Lvls: 1
- Status: finished, final reports clean
[critical path, cell delays in order]
cell,delay (ps)
clkdlybuf4s50_1,500
buf_4,330
nor2b_4,770
buf_4,680
buf_4,710
[registers in the layout (all words and copies together) (netlist names)]
signal         count
cigar_length       5
cigar_output     192
done               1
count              4
curr_col           4
last_op            2
current_arrow      2
curr_row           4
state              3
[final timing paths]
| kind | to | cells after the start |
|---|---|---|
| worst max register to register | current_arrow[0] | 6 |
| max in group asynchronous | state[0] | 2 |
| worst max-delay path | cigar_output[51] | 5 |
| worst min register to register | done | 2 |
| worst min-delay path | done | 2 |
| min in group asynchronous | cigar_length[1] | 2 |
[routing by layer]
layer  part of all wire  GRT usage
met1               0.39      0.133
met2               0.49      0.190
met3               0.10     0.0474
met4              0.015     0.0121
met5             0.0019          0
[metrics by stage]
| stage | instances | total power [mW] | instance area, µm² | hold WS (ps) |
|---|---|---|---|---|
| floorplan | 947 | 1.53 | 13100 | 461 |
| global placement | 3259 | 2.23 | 22200 | 518 |
| detailed placement | 3259 | 2.24 | 22200 | 513 |
| CTS | 3293 | 2.64 | 22800 | 528 |
| global route | 3294 | 2.74 | 22800 | 556 |
| finish | 3301 | 2.56 | 22800 | 518 |
[power groups by stage]
stage         clock [mW]  combinational (mW)  sequential (mW)
finish             0.393                1.38            0.783
CTS                0.410                1.44            0.791
global route       0.425                1.51            0.804
[cell usage in the layout (no fill, tap or decap), types with 8 or more instances in the layout]
cell type        count
clkdlybuf4s50_1    719
edfxtp_1           194
and2_1             160
mux4_2             110
mux2i_1             58
nand2_1             44
nor2_1              31
buf_4               31
o21ai_0             23
clkbuf_16           23
nand3_1             22
mux2_2              20
a22oi_1             19
dfrtp_1             18
a21oi_1             17
a22o_1              16
inv_1               12
a221oi_1            11
ha_1                11
nor3_1              10
a221o_1              9
diode_2              8
[cell families after synthesis]
group                      after synthesis  share of synthesized area
and+or+nand+nor                        299                      0.129
DFF                                    217                      0.489
muxes                                  193                      0.256
AOI/OAI and AO/OA                      134                     0.0742
buffers and inverters                   89                     0.0379
adders and majority gates               11                     0.0105
xor gates and xnor gates                 4                    0.00268
[final cells by class]
class / count / area (µm²) / area share
repair buffers: 751 / 7450 / 0.326
well taps: 1637 / 2050 / 0.0896
clock inverters: 10 / 76.3 / 0.00334
flip-flops and latches: 217 / 6410 / 0.281
inverters: 13 / 48.8 / 0.00214
diodes: 8 / 20.0 / 0.000876
multi-input cells: 641 / 6210 / 0.272
clock buffers: 24 / 579 / 0.0254
Power and IR drop assume default switching activity.
